--- design/flow/config.mk ---
export PLATFORM = sky130hd
export DESIGN_NAME = iso7816_brg_sync
export DESIGN_NICKNAME = iso7816_brg_sync
export VERILOG_FILES = /design/flow/design.v
export SDC_FILE = /design/flow/constraint.sdc
export NUM_CORES = 4
export LEC_CHECK = 1
export CORE_UTILIZATION = 30
--- design/flow/constraint.sdc ---
current_design iso7816_brg_sync

set clk_period 9.3
set clk_io_pct 0.2

create_clock -name clk0 -period $clk_period [get_ports {clk}]

set non_clock_inputs [all_inputs -no_clocks]
set_input_delay [expr $clk_period * $clk_io_pct] -clock clk0 $non_clock_inputs
set_output_delay [expr $clk_period * $clk_io_pct] -clock clk0 [all_outputs]
--- design/flow/run.sh ---
#!/bin/bash
# OpenROAD 26Q1-2900-gdf79404cd8, Yosys 0.63+post, stock flow scripts
make -C /OpenROAD-flow-scripts/flow DESIGN_CONFIG=/design/flow/config.mk WORK_HOME=/design/flow/orfs finish
--- design/flow/design.v ---
`default_nettype none
module iso7816_brg_sync #(
	parameter integer TXRX_LAG = 0,
	parameter integer W = 15
)(
	output wire stb_tx,
	output wire stb_rx,
	input  wire txrx,				 
	input  wire sync,
	input  wire run,
	input  wire [W-1:0] cfg_Fs,
	input  wire [W-1:0] cfg_Ds_n,		 
	input  wire [W-1:0] cfg_init,
	input  wire clk,
	input  wire rst
);
	(* keep *) reg          c_fb_ena;
	(* keep *) reg  [  1:0] c_k_sel;
	(* keep *) reg          c_zero_n;
	wire [W  :0] acc_fb_add;	 
	wire [W-1:0] acc_k_mux;		 
	wire [W  :0] acc_nxt;		 
	reg  [W  :0] acc;
	assign acc_fb_add = c_fb_ena ? (acc + {cfg_Ds_n[W-1], cfg_Ds_n}) : {cfg_Ds_n[W-1], cfg_Ds_n};
	assign acc_k_mux  = (c_k_sel[0] ? cfg_init : cfg_Fs) & {W{c_k_sel[1]}};
	assign acc_nxt = (acc_fb_add + {1'b0, acc_k_mux } + 1'b1) & {(W+1){c_zero_n}};
	always @(posedge clk)
		if (rst)
			acc <= 0;
		else
			acc <= acc_nxt;
	assign stb_tx = acc[W];
	generate
		if (TXRX_LAG) begin
			reg [TXRX_LAG-1:0] stb_delay;
			always @(posedge clk)
				if (sync)
					stb_delay <= 0;
				else
					stb_delay <= { stb_delay[TXRX_LAG-2:0], stb_tx };
			assign stb_rx = stb_delay[TXRX_LAG-1];
		end else begin
			assign stb_rx = stb_tx;
		end
	endgenerate
	always @(*)
	begin
		c_fb_ena <= 1'bx;
		c_k_sel  <= 2'bxx;
		c_zero_n <= 1'b0;
		if (sync) begin
			c_fb_ena <= 1'b0;
			c_k_sel  <= txrx ? 2'b0x : 2'b11;
			c_zero_n <= 1'b1;
		end else if (run) begin
			c_fb_ena <= 1'b1;
			c_k_sel  <= acc[W] ? 2'b10 : 2'b0x;
			c_zero_n <= 1'b1;
		end
	end
endmodule  
==> flow_metrics.env <==
# source this file to load flow results
export IMPL_critPathLaunch="cfg_Ds_n[0]"
export IMPL_drt_pass1_iterations=4
export IMPL_grt_antenna_before_repair=0
export IMPL_largest_register_ffs=16
export IMPL_hpwl_dp_um=4310
export IMPL_worst_clock_skew_ns=0.00275
export IMPL_die_width_um=86.5
export IMPL_cts_setup_buffers=0
export IMPL_routed_wire_length_per_instance_um=12.2
export IMPL_wirelength_um=5050
export IMPL_endpoint_kind="flip-flop"
export IMPL_placed_cell_area_mm2=0.00272
export IMPL_final_layout_size_suffix_gt1_share_pct=4.72
export IMPL_placed_cells=410
export IMPL_cts_hold_fix_buffers=0
export IMPL_slew_viol_final=0
export IMPL_grt_first_pass_wirelength_um=8870
export IMPL_cellPowerDensity_mw_per_mm2=167
export IMPL_crit_required_ns=9.47
export IMPL_totalNegativeSetupSlack_ns=0
export IMPL_antenna_violating_nets_post_route=0
export IMPL_floorplanUtilization_pct=31.4
export IMPL_cts_buffers_inserted=3
export IMPL_slew_at_the_pin_closest_to_its_max_slew_limit_ns=0.626
export IMPL_met3_wirelength_um=144
export IMPL_clkLatencyLatePin_ns=0.24
export IMPL_rows=30
export IMPL_drt_iter0_drc=47
export IMPL_status="complete, no violations"
export IMPL_floorplan_core_area_mm2=0.00683
export IMPL_all_layer_gr_usage_pct=15.0
export IMPL_tool_warnings=25
export IMPL_regMostFlops="acc"
export IMPL_post_drt_via_cell_ratio=4.81
export IMPL_wl_met2_um=2120
export IMPL_slew_limit_headroom_pct=58.3
export IMPL_instances_no_fill=414
export IMPL_start_kind="input pin"
export IMPL_antenna_diode_count=0
export IMPL_whs_ns=0.770
export IMPL_numPortBuffers=51
export IMPL_post_layout_util_pct=40.6
export IMPL_hp_class="reg -> reg"
export IMPL_via_count_of_the_first_global_routing_pass=1883
export IMPL_die_area_mm2=0.00749
export IMPL_netlist_instances=272
export IMPL_reg_largest_list="acc: 16 flops"
export IMPL_setup_viol=0
export IMPL_num_vias=1990
export IMPL_fill_cells=732
export IMPL_worst_ir_drop_vdd_mv=0.0596
export IMPL_cts_reportedPaths_clkPinSlew_ns=0.06
export IMPL_final_hold_violation_count=0
export IMPL_critical_path_arrival_ns=5.90
export IMPL_worstHoldStart="acc[15]"
export IMPL_final_min_clock_period_ns=5.73
export IMPL_fin_area_mm2=0.00277
export IMPL_setup_worst_path_class="in -> reg"
export IMPL_cts_resized_gates=0
export IMPL_cts_tree="yes"
export IMPL_io_pins=52
export IMPL_rsz_0062_raised_after_global_routing="false"
export IMPL_maxCapViolCount=0
export IMPL_synthesis_yosys_warnings=1
export IMPL_post_synthesis_cell_area_mm2=0.00214
export IMPL_cts_htree_levels=1
export IMPL_pin_count_of_the_biggest_net_entering_global_routing=30
export IMPL_power_leakage_nw=1.29
export IMPL_critical_path_max_fanout=4
export IMPL_regToRegStartpoint="acc[0]"
export IMPL_area_delta_synth_final_pct=29.3
export IMPL_average_size_of_a_mapped_cell_um2=7.88
export IMPL_drt_met1_wl_um=2740
export IMPL_routed_top_layer="met4"
export IMPL_layout_worst_path_cycle_share_pct=61.6
export IMPL_cts_root_buf="clkbuf_8"
export IMPL_clock_sinks=16
export IMPL_gp_congestion=0.880
export IMPL_max_freq_ghz=0.175
export IMPL_grt_overflow_total=0
export IMPL_cts_max_path_buffers=2
export IMPL_floorplan_die_height_um=86.5
export IMPL_drcViolationCount=0
## power by group
| group | switching (mW) | internal [mW] | total (mW) | leakage, nW |
|---|---|---|---|---|
| clock | 0.0214 | 0.0374 | 0.0588 | 0.0288 |
| sequential | 0.00615 | 0.0858 | 0.0920 | 0.132 |
| combinational | 0.163 | 0.148 | 0.311 | 1.13 |
| total | 0.191 | 0.271 | 0.462 | 1.29 |
## cell type report
class / count / area (um2) / area share [%]
clock buffer: 4 / 55.1 / 1.99
tap: 96 / 120 / 4.33
inverter: 11 / 41.3 / 1.49
sequential: 16 / 320 / 11.6
multi-input combinational: 233 / 1700 / 61.4
timing repair buffer: 54 / 533 / 19.2
## per-layer routing
| metal | GRT usage [%] | vias up |
|---|---|---|
| met5 | 0 | - |
| met4 | 1.52 | 0 |
| met3 | 0.676 | 2 |
| met2 | 22.3 | 33 |
| met1 | 24.9 | 878 |
| li1 | - | 1077 |
## critical path, stage by stage
cell and delay (ns):
clkdlybuf4s50_1 0.48, ha_1 0.20, inv_1 0.06, fa_1 0.40, nor2b_1 0.13, o21a_1 0.13
o21ai_0 0.10, a21oi_1 0.32, nor2_1 0.09, xor2_1 0.15, o21ai_0 0.24, ha_1 0.32
a211oi_2 0.23, o21bai_1 0.12, a221o_1 0.30, a21o_1 0.18, a31oi_2 0.17, xnor3_1 0.33
nor2_1 0.09
## cell usage in the layout, fill, tap and decap left out, types with 3 or more instances in the layout
cell type,instances
clkdlybuf4s50_1,51
ha_1,30
nor2_1,25
nand2_1,24
o21ai_0,19
a21oi_1,19
xor2_1,17
dfxtp_1,16
a22o_1,14
inv_1,11
a21o_1,11
xnor2_1,8
and3_1,6
nor2b_1,5
nand3_1,5
a211oi_1,5
o21a_1,4
o21ai_1,4
a31oi_1,4
clkbuf_8,4
o21bai_1,3
nand2b_1,3
mux2i_1,3
buf_4,3
## per-stage QoR
stage / worst slack [ns] / power [mW]
after floorplan: 4.26 / 0.334
after global placement: 3.40 / 0.404
after detailed placement: 3.33 / 0.403
after CTS: 3.57 / 0.465
after global routing: 3.22 / 0.511
final: 3.57 / 0.462
## path summary, 6_finish.rpt
check                                to  slack (ns)  depth (start not counted)
worst min register to register  acc[15]        0.77                          4
worst min-delay path            acc[15]        0.77                          4
worst max-delay path            acc[15]        3.57                         19
worst max register to register  acc[15]        5.38                         18
Power figures rest on the tool's default switching activity, not on a simulated workload.
