--- flow/run.sh ---
#!/bin/bash
# OpenROAD 26Q1-2900-gdf79404cd8, Yosys 0.63+post, stock flow scripts
make -C /OpenROAD-flow-scripts/flow DESIGN_CONFIG=/design/flow/config.mk WORK_HOME=/design/flow/orfs finish
--- flow/config.mk ---
export PLATFORM = sky130hd
export DESIGN_NAME = iso7816_core
export DESIGN_NICKNAME = iso7816_core
export VERILOG_FILES = /design/flow/design.v
export SDC_FILE = /design/flow/constraint.sdc
export NUM_CORES = 4
export LEC_CHECK = 1
export CORE_UTILIZATION = 30
--- flow/constraint.sdc ---
current_design iso7816_core

set clk_period 3.6
set clk_io_pct 0.2

create_clock -name clk0 -period $clk_period [get_ports {clk}]

set non_clock_inputs [all_inputs -no_clocks]
set_input_delay [expr $clk_period * $clk_io_pct] -clock clk0 $non_clock_inputs
set_output_delay [expr $clk_period * $clk_io_pct] -clock clk0 [all_outputs]
--- flow/design.v ---
`default_nettype none
module iso7816_core #(
	parameter integer EXT_IOREG = 1
)(
	input  wire io_i,
	output reg  io_o,
	output reg  io_oe,
	input  wire  [7:0] tx_data,
	input  wire        tx_valid,
	output reg         tx_ack,
	output reg   [1:0] tx_status,		 
	output wire  [7:0] rx_data,
	output reg         rx_stb,
	output reg   [1:0] rx_status,		 
	input  wire        brg_stb_tx,
	input  wire        brg_stb_rx,
	output wire        brg_txrx,
	output wire        brg_sync,
	output wire        brg_run,
	output wire        wt_clr,
	input  wire        cfg_tx_ena,		 
	input  wire        cfg_tx_nak,		 
	input  wire  [2:0] cfg_tx_tries,	 
	input  wire [11:0] cfg_tx_GT,		 
	input  wire        cfg_rx_ena,		 
	input  wire        cfg_rx_nak,		 
	input  wire clk,
	input  wire rst
);
	localparam
		ST_IDLE          = 0,
		ST_TX_START      = 1,
		ST_TX_BITS       = 2,
		ST_TX_STOP       = 3,
		ST_TX_CHECK      = 4,
		ST_TX_PAUSE      = 5,
		ST_RX_START      = 6,
		ST_RX_BITS       = 7,
		ST_RX_CHECK      = 8,
		ST_RX_NAK        = 9,
		ST_RX_STOP       = 10
		;
	reg [3:0] state;
	reg [3:0] state_nxt;
	reg  [1:0] io_i_sync;
	reg        io_i_fall;
	wire       io_i_val;
	wire       sr_in;
	wire       sr_load;
	wire       sr_ce;
	reg  [8:0] sr_data;
	wire       sr_parity;
	reg  [3:0] sr_bitcnt;
	wire       sr_bitcnt_last;
	reg [11:0] tx_gt_timer;
	wire       tx_gt_ce;
	wire       tx_gt_dec;
	wire       tx_gt_ready;
	reg [ 3:0] tx_retry_cnt;
	reg        tx_retry_ce;
	reg        tx_retry_dec;
	wire       tx_retry_last;
	reg        tx_retried;
	wire       rx_parity_ok;
	reg        rx_retried;
	always @(posedge clk)
	begin
		if (rst)
			state <= ST_IDLE;
		else
			state <= state_nxt;
	end
	always @(*)
	begin
		state_nxt = state;
		case (state)
			ST_IDLE:
				if (cfg_rx_ena & io_i_fall)
					state_nxt = ST_RX_START;
				else if (cfg_tx_ena & tx_valid & tx_gt_ready & brg_stb_tx)
					state_nxt = ST_TX_START;
			ST_TX_START:
				if (brg_stb_tx)
					state_nxt = ST_TX_BITS;
			ST_TX_BITS:
				if (brg_stb_tx & sr_bitcnt_last)
					state_nxt = ST_TX_STOP;
			ST_TX_STOP:
				if (brg_stb_rx)
					state_nxt = ST_TX_CHECK;
			ST_TX_CHECK:
				if (brg_stb_rx)
					state_nxt = io_i_val ? ST_IDLE : ST_TX_PAUSE;
			ST_TX_PAUSE:
				if (brg_stb_rx)
					state_nxt = ST_IDLE;
			ST_RX_START:
				if (brg_stb_rx)
					state_nxt = io_i_val ? ST_IDLE : ST_RX_BITS;
			ST_RX_BITS:
				if (brg_stb_rx & sr_bitcnt_last)
					state_nxt = ST_RX_CHECK;
			ST_RX_CHECK:
				if (~cfg_rx_nak || rx_parity_ok)
					state_nxt = ST_RX_STOP;
				else if (brg_stb_tx)
					state_nxt = ST_RX_NAK;
			ST_RX_NAK:
				if (brg_stb_tx)
					state_nxt = ST_IDLE;
			ST_RX_STOP:
				if (brg_stb_rx)
					state_nxt = ST_IDLE;
		endcase
	end
	assign brg_run  = 1'b1;
	assign brg_sync = (state == ST_IDLE) & io_i_fall;
	assign brg_txrx = 1'b0;	 
	assign wt_clr = io_i_fall;
	if (EXT_IOREG)
		always @(*)
			io_i_sync[0] = io_i;
	else
		always @(posedge clk)
			io_i_sync[0] <= io_i;
	always @(posedge clk)
	begin
		io_i_sync[1] <=  io_i_sync[0];
		io_i_fall    <= ~io_i_sync[0] & io_i_sync[1];
	end
	assign io_i_val = io_i_sync[1];
	always @(posedge clk)
	begin
		io_oe <= 1'b0;
		io_o  <= 1'bx;
		case (state)
			ST_RX_NAK: begin
				io_oe <= 1'b1;
				io_o  <= 1'b0;
			end
			ST_TX_START: begin
				io_oe <= 1'b1;
				io_o  <= 1'b0;
			end
			ST_TX_BITS: begin
				io_oe <= 1'b1;
				io_o  <= sr_data[0];
			end
			ST_TX_STOP: begin
				io_oe <= 1'b1;
				io_o  <= 1'b1;
			end
		endcase
	end
	assign sr_load = (state == ST_TX_START);
	assign sr_ce   = ((state == ST_RX_BITS) & brg_stb_rx) |
	                 ((state == ST_TX_BITS) & brg_stb_tx) |
	                 sr_load;
	always @(posedge clk)
		if (sr_ce)
			sr_data <= sr_load ?
				{ sr_parity, tx_data } :
				{ io_i_val, sr_data[8:1] };
	assign sr_parity = ^sr_data[7:0];
	always @(posedge clk)
		if ((state != ST_RX_BITS) && (state != ST_TX_BITS))
			sr_bitcnt <= 4'h7;
		else
			sr_bitcnt <= sr_bitcnt + {4{sr_ce}};
	assign sr_bitcnt_last = sr_bitcnt[3];
	always @(posedge clk or posedge rst)
		if (rst)
			tx_gt_timer <= 0;
		else if (tx_gt_ce)
			tx_gt_timer <= tx_gt_dec ? (tx_gt_timer + {12{tx_gt_dec}}) : cfg_tx_GT;
	assign tx_gt_ce    = (state == ST_TX_START) | ((state == ST_IDLE) & ~tx_gt_ready & brg_stb_tx);
	assign tx_gt_dec   = (state == ST_IDLE);
	assign tx_gt_ready = tx_gt_timer[11];
	always @(posedge clk or posedge rst)
		if (rst)
			tx_retry_cnt <= 0;
		else if (tx_retry_ce)
			tx_retry_cnt <= tx_retry_dec ? (tx_retry_cnt + {4{tx_retry_dec}}) : { 1'b0, cfg_tx_tries };
	always @(posedge clk or posedge rst)
		if (rst)
			tx_retried <= 1'b0;
		else if (tx_retry_ce)
			tx_retried <= tx_retry_dec;
	always @(*)
	begin
		tx_retry_ce  = 1'b0;
		tx_retry_dec = 1'bx;
		if ((state == ST_IDLE) & ~tx_retried) begin
			tx_retry_ce  = 1'b1;
			tx_retry_dec = 1'b0;
		end
		else if ((state == ST_TX_CHECK) & brg_stb_rx) begin
			if (io_i_val) begin
				tx_retry_ce  = 1'b1;
				tx_retry_dec = 1'b0;
			end else if (tx_retry_last) begin
				tx_retry_ce  = 1'b1;
				tx_retry_dec = 1'b0;
			end else begin
				tx_retry_ce  = 1'b1;
				tx_retry_dec = 1'b1;
			end
		end
	end
	assign tx_retry_last = tx_retry_cnt[3];
	always @(posedge clk)
	begin
		tx_ack    <= 1'b0;
		tx_status <= 2'bxx;
		if ((state == ST_TX_CHECK) & brg_stb_rx) begin
			if (cfg_tx_nak) begin
				if (io_i_val) begin
					tx_ack    <= 1'b1;
					tx_status <= { 1'b0, tx_retried };
				end else if (tx_retry_last) begin
					tx_ack    <= 1'b1;
					tx_status <= 2'b11;
				end
			end else begin
				tx_ack    <= 1'b1;
				tx_status <= 2'b00;
			end
		end
	end
	assign rx_parity_ok = sr_parity == sr_data[8];
	always @(posedge clk)
		if (rst)
			rx_retried <= 1'b0;
		else
			rx_retried <= (rx_retried | (state == ST_RX_NAK)) & ~((state == ST_RX_STOP) & brg_stb_rx);
	assign rx_data = sr_data[7:0];
	always @(posedge clk)
	begin
		rx_stb    <= 1'b0;
		rx_status <= 2'bxx;
		if ((state == ST_RX_NAK) & brg_stb_tx) begin
			rx_stb    <= 1'b1;
			rx_status <= 2'b10;
		end
		if ((state == ST_RX_STOP) & brg_stb_rx) begin
			rx_stb    <= 1'b1;
			if (~rx_parity_ok)
				rx_status <= 2'b10;
			else if (~io_i_val)
				rx_status <= 2'b11;
			else
				rx_status <= { 1'b0, rx_retried };
		end
	end
endmodule  
==> impl_results.html <==
<h2>Synthesis and place &amp; route</h2>
<table>
<tr><th>Metric</th><th>Value</th></tr>
<tr><th colspan="2">Die</th></tr>
<tr><td>Area of the core region</td><td>9420 um2</td></tr>
<tr><td>Top Ports</td><td>about 53</td></tr>
<tr><td>Initial Util</td><td>0.315</td></tr>
<tr><td>Die Span X</td><td>roughly 100 um</td></tr>
<tr><td>Floorplan die area</td><td>between 10,000 and 15,000 um2</td></tr>
<tr><td>Site Rows</td><td>35</td></tr>
<tr><td>Height of the die</td><td>approximately 100 um</td></tr>
<tr><th colspan="2">Clock network</th></tr>
<tr><td>Clock latency of the later-clocked register in the worst-skew pair</td><td>0.31 ns</td></tr>
<tr><td>Post-CTS clock slew at the launch and capture registers of the worst setup and hold paths</td><td>approximately 0.10 ns</td></tr>
<tr><td>CTS tree</td><td>built</td></tr>
<tr><td>CTS Root Buffer Type</td><td>sky130_fd_sc_hd__clkbuf_8</td></tr>
<tr><td>Number of instances resized during post-cts repair</td><td>0</td></tr>
<tr><td>Number of clock buffers inserted by TritonCTS</td><td>5</td></tr>
<tr><td>Count of clock tree sinks</td><td>52</td></tr>
<tr><td>H-Tree Level Count</td><td>2</td></tr>
<tr><td>Longest Clk Path Bufs</td><td>2</td></tr>
<tr><td>Post-CTS Hold Buffers</td><td>0</td></tr>
<tr><td>Post-CTS repair timing setup buffer count</td><td>0</td></tr>
<tr><th colspan="2">GRT</th></tr>
<tr><td>Maximum number of pins on one net before global-route repair</td><td>19</td></tr>
<tr><td>Antenna violations before repair</td><td>0</td></tr>
<tr><td>Total global-route track usage</td><td>0.132</td></tr>
<tr><td>Grt total ovfl</td><td>0</td></tr>
<tr><td>Via count of the first global-routing pass</td><td>2,308</td></tr>
<tr><td>First-pass GRT wire length</td><td>~11 mm</td></tr>
<tr><th colspan="2">Final timing</th></tr>
<tr><td>Final tally of max-slew violations</td><td>0</td></tr>
<tr><td>Setup violators final</td><td>0</td></tr>
<tr><td>Final TNS setup</td><td>0 ns</td></tr>
<tr><td>Worst slew slack as a fraction of its limit</td><td>0.470</td></tr>
<tr><td>Final clock period utilization by the worst path</td><td>0.724</td></tr>
<tr><td>Min Tclk post-route</td><td>about 2.6 ns</td></tr>
<tr><td>Worst clock skew on the final layout</td><td>between 0.005 and 0.006 ns</td></tr>
<tr><td>Actual transition at the worst max-transition pin</td><td>0.796 ns</td></tr>
<tr><td>Final Hold Fails</td><td>0</td></tr>
<tr><td>Upper clock frequency limit</td><td>roughly 380 MHz</td></tr>
<tr><td>Unrepaired setup endpoints after global routing</td><td>no</td></tr>
<tr><th colspan="2">Finish</th></tr>
<tr><td>Fraction of layout instances using a drive strength above 1</td><td>0.0780</td></tr>
<tr><td>Growth of design area from synthesis to finish</td><td>22.4%</td></tr>
<tr><td># fillers</td><td>948</td></tr>
<tr><th colspan="2">Power</th></tr>
<tr><td>Maximum ir drop on the vdd rail</td><td>roughly 290 uV</td></tr>
<tr><td>Total power density per cell area</td><td>522 nW/um2</td></tr>
<tr><td>Fraction of power consumed by combinational cells</td><td>0.419</td></tr>
<tr><td>Clk pwr share</td><td>0.182</td></tr>
<tr><td>Net switching power</td><td>roughly 0.0007 W</td></tr>
<tr><td>Sequential share of power</td><td>0.399</td></tr>
<tr><td>Final Power</td><td>between 0.0015 and 0.002 W</td></tr>
<tr><td>Leakage component of the power</td><td>1.50 nW</td></tr>
<tr><td>Switch share</td><td>0.371</td></tr>
<tr><td>Cell-internal power</td><td>between 0.001 and 0.0015 W</td></tr>
<tr><th colspan="2">Critical path</th></tr>
<tr><td>Nature of the critical path endpoint</td><td>flop</td></tr>
<tr><td>Startpoint type of the worst setup path</td><td>flop</td></tr>
<tr><td>Req. time, crit path</td><td>3.82 ns</td></tr>
<tr><td>Highest fanout seen on the critical path</td><td>18</td></tr>
<tr><td>Worst setup path category</td><td>flop to flop</td></tr>
<tr><td>Arrival time of the worst setup path</td><td>2.83 ns</td></tr>
<tr><th colspan="2">Synthesis</th></tr>
<tr><td>Post-synth tally of flip-flops with integrated enable</td><td>9</td></tr>
<tr><td>Yosys warns</td><td>1</td></tr>
<tr><td>Syn_area_per_cell</td><td>between 9 and 10 um2</td></tr>
<tr><td>Cell count in the Yosys report</td><td>between 300 and 400</td></tr>
<tr><td>Largest cells by area after synthesis</td><td>sky130_fd_sc_hd__dfxtp_1 18%, sky130_fd_sc_hd__dfrtp_1 14%, sky130_fd_sc_hd__edfxtp_1 9.1%</td></tr>
<tr><td>Share of the synthesized area in the top cell type</td><td>0.175</td></tr>
<tr><td>Most area-hungry cell type in the Yosys netlist</td><td>sky130_fd_sc_hd__dfxtp_1</td></tr>
<tr><td>Synth async-reset ratio</td><td>0.327</td></tr>
<tr><td>Chip area in the Yosys report</td><td>between 2000 and 3000 um2</td></tr>
<tr><td>Post-synthesis cell count</td><td>~320</td></tr>
<tr><td>Distinct lib cells used</td><td>around 53</td></tr>
<tr><td>Post-synthesis sequential area ratio</td><td>0.409</td></tr>
<tr><td>Predominant post-synthesis flop cell</td><td>sky130_fd_sc_hd__dfxtp_1</td></tr>
<tr><td>Summed instance area of the synthesized netlist</td><td>around 3000 um2</td></tr>
<tr><td>Number of storage elements in the synthesis netlist</td><td>52</td></tr>
<tr><th colspan="2">Route</th></tr>
<tr><td>Antenna-violating nets left</td><td>0</td></tr>
<tr><td>DRC violations left</td><td>0</td></tr>
<tr><td>Drt first-iter violations</td><td>~85</td></tr>
<tr><td>Wire length reported by the detailed router</td><td>about 6.2 mm</td></tr>
<tr><td>Total inserted antenna cells</td><td>0</td></tr>
<tr><td>Total iterations of the first detailed-routing run</td><td>4</td></tr>
<tr><td>Via/cell ratio</td><td>a little under 5</td></tr>
<tr><td>Routed wire per std cell</td><td>approximately 13 um</td></tr>
<tr><td>Vias</td><td>2,343</td></tr>
<tr><th colspan="2">Run</th></tr>
<tr><td>Max-cap violation count</td><td>0</td></tr>
<tr><td>Tool warnings</td><td>25</td></tr>
<tr><th colspan="2">Placed design</th></tr>
<tr><td>Detailed Place HPWL</td><td>4.57 mm</td></tr>
<tr><td>Gp weighted congestion</td><td>0.914</td></tr>
<tr><td>Count of port buffers added during placement</td><td>approximately 50</td></tr>
<tr><th colspan="2">Outcome</th></tr>
<tr><td>Result of the run</td><td>finished clean</td></tr>
<tr><th colspan="2">Min path</th></tr>
<tr><td>Worst hold path type</td><td>flop to flop</td></tr>
</table>
## final cells by class
cell class | instances | area (um2) | area share
multi-input cells | 229 | 1570 | 0.431
clock inverters | 3 | 22.5 | 0.00619
inverters | 14 | 53.8 | 0.0148
repair buffers | 56 | 546 | 0.150
flip-flops and latches | 52 | 1220 | 0.334
well taps | 129 | 161 | 0.0444
clock buffers | 5 | 68.8 | 0.0189
## worst max-delay path: stages, from the launching register on
cell and delay [ns]:
sky130_fd_sc_hd__dfxtp_1 0.76, sky130_fd_sc_hd__buf_4 0.29, sky130_fd_sc_hd__nand2_1 0.09, sky130_fd_sc_hd__fa_1 0.38, sky130_fd_sc_hd__nor2b_1 0.19, sky130_fd_sc_hd__o31a_1 0.24, sky130_fd_sc_hd__o211ai_1 0.12, sky130_fd_sc_hd__and4_1 0.21
sky130_fd_sc_hd__o31ai_1 0.23
## cells in the final DEF (no fill, tap or decap), drive strengths merged, types with 5 or more instances in the layout
cell type,Yosys,layout
clkbuf,9,5
and3,7,7
nor2,22,22
dfrtp,17,17
nand2,30,30
a21oi,30,30
mux2,8,8
edfxtp,9,9
nor3,8,8
a21o,5,5
inv,13,14
ha,16,16
nand3,6,6
nor2b,8,8
nand4,6,6
buf,13,6
xnor2,8,8
o21ai,19,19
dfxtp,26,26
clkdlybuf4s50,0,50
## path summary, 6_finish.rpt
| kind | startpoint | end | slack, ns | cells past startpoint |
|---|---|---|---|---|
| max | state[0] | tx_gt_timer[10] | 0.99 | 8 |
| min | tx_retry_cnt[2] | tx_retry_cnt[2] | 0.50 | 2 |
| max reg2reg | state[0] | tx_gt_timer[10] | 0.99 | 8 |
| min reg2reg | tx_retry_cnt[2] | tx_retry_cnt[2] | 0.50 | 2 |
| max in group asynchronous | rst | tx_gt_timer[1] | 2.25 | 3 |
| min in group asynchronous | rst | tx_gt_timer[7] | 1.14 | 3 |
## registers in the layout, summed over array words and instances, names as in the netlist
register	count
sr_bitcnt	4
rx_stb	1
state	11
rx_status	2
io_o	1
tx_status	2
sr_data	9
tx_retried	1
io_i_sync	1
tx_retry_cnt	4
tx_ack	1
io_oe	1
tx_gt_timer	12
rx_retried	1
io_i_fall	1
## through the flow
step                instance area, um2  hold WS, ns  std cells   util  setup slack (ns)
floorplan                         2970        0.431        317      -              1.13
global placement                  3540        0.471        480  0.376             0.710
detailed placement                3540        0.479        480  0.376             0.672
CTS                               3640        0.501        488  0.386             0.970
global route                      3640        0.536        488  0.386             0.704
finish                            3640        0.498        488  0.386             0.993
## per-layer routing
layer | share of wire | wire, um | track usage
met1 | 0.50 | 3100 | 0.201
met5 | 0 | 0 | 0
met3 | 0.057 | 356 | 0.0203
met4 | 0.0069 | 43 | 0.0134
met2 | 0.44 | 2730 | 0.212
## synthesized netlist by cell type, types with 8 or more instances
cell type / count
sky130_fd_sc_hd__ha_1: 16
sky130_fd_sc_hd__mux2_2: 8
sky130_fd_sc_hd__o21ai_0: 19
sky130_fd_sc_hd__buf_4: 11
sky130_fd_sc_hd__a21oi_1: 30
sky130_fd_sc_hd__clkbuf_1: 9
sky130_fd_sc_hd__nand2_1: 30
sky130_fd_sc_hd__edfxtp_1: 9
sky130_fd_sc_hd__inv_1: 13
sky130_fd_sc_hd__dfrtp_1: 17
sky130_fd_sc_hd__nor2b_1: 8
sky130_fd_sc_hd__dfxtp_1: 26
sky130_fd_sc_hd__nor2_1: 22
## power groups by stage
| stage | Sequential, W | Clock, W | Combinational, W |
|---|---|---|---|
| global route | 0.000775 | 0.000386 | 0.000911 |
| CTS | 0.000758 | 0.000361 | 0.000797 |
| finish | 0.000758 | 0.000345 | 0.000796 |
## logic make-up after synthesis
| kind of cell | count (synthesis) | share of synthesized area |
|---|---|---|
| AOI/OAI and AO/OA | 79 | 0.163 |
| muxes | 12 | 0.0438 |
| xor gates and xnor gates | 15 | 0.0619 |
| buffers and inverters | 36 | 0.0628 |
| DFF | 52 | 0.409 |
| and+or+nand+nor | 102 | 0.169 |
| other | 2 | 0.00253 |
| adders and majority gates | 19 | 0.0876 |
Power and IR drop assume default switching activity.
